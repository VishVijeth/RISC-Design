--- /design/flow/design.v ---
module ALU(input logic[31:0] srcA, srcB, input logic[2:0] ALUControl,
			  output logic[31:0] ALUResult);
always_comb
case(ALUControl)
    3'b010: ALUResult = srcA + srcB;
    3'b110: ALUResult = srcA - srcB;
    default: ALUResult = 32'd0;
endcase
endmodule
module MUX_ALUSrc(input logic ALUSrc,input logic[31:0] SignImm, RD2,
						output logic[31:0] SrcB);
assign SrcB = ALUSrc ? SignImm : RD2; 
endmodule
module MUX_MemtoReg(input logic MemtoReg,input logic[31:0] ALUResult, RD,
						  output logic[31:0] MemtoReg_out);
assign MemtoReg_out = MemtoReg ? RD : ALUResult; 
endmodule
module MUX_RegDst(input logic RegDst,input logic[4:0] input1, input2,
						output logic[4:0] out);
assign out = RegDst ? input1 : input2; 
endmodule
module PC(input logic clk,rst, RegWrite, MemWrite,input logic[2:0] instruction_A,
			 output logic[31:0] prode_register_file, prode_data_memory,
			 output logic[6:0] register_file_segment, data_memory_segment);
logic[31:0] RD;
instruction_memory oof (clk,rst, instruction_A, RD);
logic[4:0] A3;
MUX_RegDst oof1 (RD[31], RD[15:11], RD[20:16], A3);
logic[31:0] RD1, RD2, WD3;
register_file oof2 (clk, rst, RegWrite, RD[25:21], RD[20:16], A3, WD3, RD1, RD2, prode_register_file);
logic[31:0] SignImm;
sign_extend oof3 (RD[15:0],SignImm); 
logic[31:0] SrcB;
MUX_ALUSrc oof4 (RD[30], SignImm, RD2, SrcB);
logic[31:0] ALUResult;
ALU oof5 (RD1, SrcB, RD[29:27] , ALUResult);
logic[31:0] RDD;
data_memory oof6 (clk,rst, MemWrite,  ALUResult, RD2, RDD, prode_data_memory);
MUX_MemtoReg oof7 (RD[26], ALUResult, RDD, WD3);
always_comb
case(prode_register_file)
	32'b0000: register_file_segment = 7'b100_0000;
	32'b0001: register_file_segment = 7'b111_1001;
	32'b0010: register_file_segment = 7'b010_0100;
	32'b0011: register_file_segment = 7'b011_0000;
	32'b0100: register_file_segment = 7'b001_1001;
	32'b0101: register_file_segment = 7'b001_0010;
	32'b0110: register_file_segment = 7'b000_0010;
	32'b0111: register_file_segment = 7'b111_1000;
	32'b1000: register_file_segment = 7'b000_0000;
	32'b1001: register_file_segment = 7'b001_1000;
	default:  register_file_segment = 7'b111_1111;
endcase
always_comb
case(prode_data_memory)
	32'b0000: data_memory_segment = 7'b100_0000;
	32'b0001: data_memory_segment = 7'b111_1001;
	32'b0010: data_memory_segment = 7'b010_0100;
	32'b0011: data_memory_segment = 7'b011_0000;
	32'b0100: data_memory_segment = 7'b001_1001;
	32'b0101: data_memory_segment = 7'b001_0010;
	32'b0110: data_memory_segment = 7'b000_0010;
	32'b0111: data_memory_segment = 7'b111_1000;
	32'b1000: data_memory_segment = 7'b000_0000;
	32'b1001: data_memory_segment = 7'b001_1000;
	default:  data_memory_segment = 7'b111_1111;
endcase
endmodule
module data_memory(input logic clk, rst, WE,input logic[31:0] A, WD,
						 output logic[31:0] RD, prode);
reg[31:0] registers[31:0];
always@(posedge clk or negedge rst)
begin
    if(!rst) begin
        for(int i = 0; i < 32; i++) begin
            registers[i] <= i;
        end
    end
    else begin
          if (WE) begin
				registers[A] <= WD;
          end
    end
end
assign RD = registers[A];
assign prode = registers[A];
endmodule
module instruction_memory(input logic clk, rst, input logic[2:0] A,
								  output logic[31:0] RD);
reg[31:0] ins_regs[4:0];
always@(posedge clk or negedge rst) begin
    if(!rst) begin
        ins_regs[0] <= 0;  
        ins_regs[1] <= 32'b010101_00010_00001_0000_0000_0000_0011;  
        ins_regs[2] <= 32'b010100_01000_00001_0000_0000_0000_0001;  
        ins_regs[3] <= 32'b100100_00011_00100_00001_00000_000000; 
        ins_regs[4] <= 32'b101100_01010_01000_00001_00000_000000;  
    end
    else begin
        RD<= ins_regs[A];
    end
end
endmodule
module register_file(input logic clk, rst, WE3, input logic[4:0] A1, A2, A3, input logic [31:0] WD3, 
							output logic[31:0] RD1, RD2, probe);
reg[31:0] registers[31:0];
always@(posedge clk or negedge rst)
begin
    if(!rst) begin
        for(int i = 0; i < 32; i++) begin
            registers[i] <= i;
        end
    end
    else begin
          if (WE3) begin
				registers[A3] <= WD3;
          end
    end
end
assign RD1 = registers[A1];
assign RD2 = registers[A2];
assign probe = registers[A3];
endmodule
module sign_extend(input logic[15:0] Imm,
						 output logic[31:0] SignImm); 
assign SignImm = {{16{Imm[15]}},Imm};
endmodule
--- /design/flow/run.sh ---
#!/bin/bash
# OpenROAD 26Q1-2900-gdf79404cd8, Yosys 0.63+post, stock flow scripts
make -C /OpenROAD-flow-scripts/flow DESIGN_CONFIG=/design/flow/config.mk WORK_HOME=/design/flow/orfs finish
--- /design/flow/config.mk ---
export PLATFORM = sky130hd
export DESIGN_NAME = PC
export DESIGN_NICKNAME = PC
export VERILOG_FILES = /design/flow/design.v
export SDC_FILE = /design/flow/constraint.sdc
export NUM_CORES = 4
export LEC_CHECK = 1
export CORE_UTILIZATION = 50
--- /design/flow/constraint.sdc ---
current_design PC

set clk_period 23.3
set clk_io_pct 0.2

create_clock -name clk0 -period $clk_period [get_ports {clk}]

set non_clock_inputs [all_inputs -no_clocks]
set_input_delay [expr $clk_period * $clk_io_pct] -clock clk0 $non_clock_inputs
set_output_delay [expr $clk_period * $clk_io_pct] -clock clk0 [all_outputs]
==> reports/metrics.cfg <==
[status]
outcome = finished, final reports clean

[synthesis]
synth_xor_xnor_area_share_pct = 0.6915
ys_chip_area_um2 = 60440
synth-edff-count = 8
logic_family = AND-OR/OR-AND gates
syn_avg_cell_area_um2 = 9.183
synth_stat.cells = 6581
muxShareOfSynthArea_pct = 3.722
ys_async_sr_fraction_pct = 99.38
synth_flop_count = 1288
ys_sh_aoi_pct = 22.56
synthDistinctLibCells = 90
adder_share_pct = 0.9027
ff_type = dfrtp_1
postSynthSeqShare_pct = 53.59
syn-instance-count = 6581
ys_sh_simple_pct = 14.43
ys_warn_count = 8
synth_area_um2 = 60440

[setup_path]
reg2reg_from = oof.RD[30]
timing.rr.end = oof2.registers[0][3]
reg2regPathDepth = 24
required_ns = 18.64
critPathMaxFanout = 40
reg2reg_slack_ns = 14.29
criticalPathCategory = register to primary output
start_kind = register
worstPathArrival_ns = 10.26
end_kind = primary output

[route]
ant_nets = 0
vias = 51670
drc = 0
first_iter_violations = 5094
post_drt_wl_per_cell_um = 27.93
finalWirelength_mm = 228.4
drt-pass1-iter-count = 6
vias_per_cell = 6.320

[cells_and_area]
nFillCells = 10360
most-common-layout-cells = 1550 x nand2_1, 1366 x o21ai_0, 1188 x dfrtp_1
lay_top_count = nand2_1
drive_gt1_share_pct = 11.03
syn2layout_area_growth_pct = 12.42
fin_cells = 8175

[clock_network]
cts_htree_levels = 4
cts_sinks = 1288
cts_resized = 0
cts_buffers = 141
cts_hold_buf = 0
cts_tree = done
cts_buffer_depth = 3
post_cts_buffers = 0
path_clk_slew_ns = 0.06
clock_latency_ns = 0.80
clockRootBuffer = clkbuf_16

[sta]
slew_headroom_pct = 27.69
timing_hold_violations_final = 0
fin_tns_setup_ns = 0
drv_slew = 0
hold_slack_ns = 0.4710
worst_pin_slew_ns = 1.085
fin_skew_ns = 0.02328
rsz0062_at_grt = no
max_freq_mhz = 67.03
setup_viol = 0
fin_crit_sh_pct = 64.03
period_minus_slack_ns = 14.92
worst_slack_ns = 8.381

[floorplanning]
initCoreUtil_pct = 50.44
dieArea_um2 = 122300
core_area_um2 = 119800
ios = 85
die_w_um = 349.7
die_h_um = 349.7
rows = 127

[global_route]
grt_pass1_vias = 50640
overflow = 0
antenna_found_initial = 6
grt_usage_pct = 40.18
grt_pass1_wl_mm = 340.7
grt_start_max_net_pins = 119

[hold_path]
hold_depth = 2
hp-class = register to register
hold_path_end = oof2.registers[4][12]
hp-start = oof2.registers[4][12]

[place]
dp_hpwl_mm = 138.1
io_buffers = 84
preCtsSetupSlack_ns = 9.405
dp.cells = 7911
routabilityCongestion = 0.9616

[power]
powerDensity_nw_per_um2 = 157.5
power_uw = 10700
ir_drop_mv = 0.1735
p_leak_uw = 0.02928

[flow_run]
cap_violations = 0
warnings = 40

[kinds of logic (layout without fill, tap and decap cells)]
group | after synthesis | count (layout)
simple gates | 2111 | 2111
flops | 1288 | 1288
xor+xnor | 46 | 46
compound gates | 2303 | 2303
mux | 163 | 163
other cells | 0 | 2
fa+ha+maj | 43 | 43
buf+inv | 627 | 607
[final cells by class]
class                   instances  area [µm²]  share of cell area, %
diodes                          2       5.005               0.007366
clock buffers                 218        4212                  6.199
clock inverters                44       485.5                 0.7145
inverters                      38       142.6                 0.2099
multi-input cells            4666       26120                  38.44
flip-flops and latches       1288       32390                  47.67
well taps                    1612        2017                  2.969
repair buffers                307        2577                  3.794
[per-stage QoR]
| stage | utilization [%] | cell area (µm²) |
|---|---|---|
| CTS | 56.70 | 67940 |
| floorplan | - | 60440 |
| finish | 56.71 | 67940 |
| global route | 56.70 | 67940 |
| global placement | 52.78 | 63240 |
| detailed placement | 52.78 | 63240 |
[worst max-delay path, cell delays in order (launching register included)]
cell and delay [ns]:
edfxtp_1 0.32, buf_4 0.39, buf_4 0.50, mux4_2 0.55
and2_1 0.19, a21oi_2 0.11, buf_4 0.39, and2_1 0.24
ha_1 0.24, nor2_1 0.09, xnor2_1 0.13, ha_1 0.54
xor2_4 0.18, buf_4 0.35, buf_4 0.51, nor2_4 0.25
buf_4 0.41, a222oi_1 0.39, mux2i_1 0.14, o32a_1 0.21
a211oi_1 0.79, nand4_1 0.20, nor4_1 0.74, nand4b_1 0.28
nor4_4 0.65, o21ai_1 0.16, clkdlybuf4s50_1 0.44
[metal layers]
metal / vias up / wire length (µm) / part of all wire, % / GRT usage, %
li1: 23040 / - / - / -
met1: 25300 / 88700 / 39 / 57.49
met2: 2683 / 101400 / 44 / 57.88
met3: 646 / 25610 / 11 / 14.73
met4: 2 / 12620 / 5.5 / 17.02
met5: - / 13 / 0.0057 / 0
[cell usage after synthesis (28+ instances only)]
| cell type | number | area, µm² |
|---|---|---|
| and2_1 | 48 | 300.3 |
| a31oi_1 | 44 | 275.3 |
| xnor2_1 | 28 | 245.2 |
| a211oi_1 | 31 | 232.7 |
| nand2_1 | 1571 | 5897 |
| dfrtp_1 | 1188 | 29730 |
| o21ai_0 | 1368 | 6847 |
| nand4_1 | 34 | 212.7 |
| nor3_1 | 32 | 160.2 |
| mux2i_1 | 83 | 830.8 |
| a22o_1 | 45 | 394.1 |
| ha_1 | 42 | 525.5 |
| nor2_1 | 189 | 709.4 |
| dfstp_2 | 92 | 2417 |
| inv_1 | 35 | 131.4 |
| a221oi_1 | 98 | 858.3 |
| buf_1 | 50 | 187.7 |
| mux4_2 | 46 | 1036 |
| a222oi_1 | 47 | 470.5 |
| a21oi_1 | 246 | 1231 |
| clkbuf_1 | 479 | 1798 |
| mux2_2 | 33 | 371.6 |
| buf_2 | 47 | 235.2 |
| a22oi_1 | 172 | 1291 |
| nand3_1 | 103 | 515.5 |
| o22ai_1 | 30 | 187.7 |
[registers in the layout, indices dropped and copies added (netlist names)]
signal	flops
oof.RD	8
oof2.registers	256
oof6.registers	1024
[power by group]
part | switching [µW] | internal [µW]
Clock | 958 | 1320
Combinational | 3370 | 1490
Sequential | 484 | 3080
[how the worst max path moves through the flow]
stage         cells past startpoint                endpoint  slack, ns  startpoint
finish                           26  data_memory_segment[4]       8.38  oof.RD[30]
global route                     26  data_memory_segment[1]       8.02  oof.RD[30]
CTS                              26  data_memory_segment[4]       8.55  oof.RD[30]
